--- /design/flow/constraint.sdc ---
current_design alu

set clk_period 15.5
set clk_io_pct 0.2

create_clock -name clk0 -period $clk_period

set non_clock_inputs [all_inputs -no_clocks]
set_input_delay [expr $clk_period * $clk_io_pct] -clock clk0 $non_clock_inputs
set_output_delay [expr $clk_period * $clk_io_pct] -clock clk0 [all_outputs]
--- /design/flow/config.mk ---
export PLATFORM = sky130hd
export DESIGN_NAME = alu
export DESIGN_NICKNAME = alu
export VERILOG_FILES = /design/flow/design.v
export SDC_FILE = /design/flow/constraint.sdc
export NUM_CORES = 4
export LEC_CHECK = 1
export CORE_UTILIZATION = 40
--- /design/flow/design.v ---
`timescale 1ns/1ps
module alu(
           rst_n,          
           src1,           
           src2,           
           ALU_control,    
           result,         
           zero,           
           cout,           
           overflow        
           );
input           rst_n;
input  [32-1:0] src1;
input  [32-1:0] src2;
input   [4-1:0] ALU_control;
output [32-1:0] result;
output          zero;
output          cout;
output          overflow;
reg invertA;
reg invertB;
reg firstCin;
reg [1:0]oper;
wire carry[0:30]; 
assign zero = (result == 0)? 1 : 0;
assign overflow = ((cout == 0 && carry[30] == 1) || (cout == 1 && carry[30] == 0))? 1 : 0;
always @(*)
begin
	if(~rst_n)
	begin
		oper <= 2'b00;
		invertA <= 0;
		invertB <= 0;
		firstCin <= 0;
	end
	else
	begin 
		case(ALU_control)
			4'b0000:
			begin
					 oper <= 2'b00;
					 invertA <= 0;
					 invertB <= 0;
					 firstCin <= 0;
			end
			4'b0001:
			begin
					 oper <= 2'b01;
					 invertA <= 0;
					 invertB <= 0;
					 firstCin <= 0;
			end
			4'b0010:
			begin
					 oper <= 2'b10;
					 invertA <= 0;
					 invertB <= 0;
					 firstCin <= 0;
			end
			4'b0110:
			begin
					 oper <= 2'b10;
					 invertA <= 0;
					 invertB <= 1;
					 firstCin <= 1;
			end
			4'b1100:
			begin
					 oper <= 2'b00;
					 invertA <= 1;
					 invertB <= 1;
					 firstCin <= 0;
			end
			4'b1101:
			begin
					 oper <= 2'b01;
					 invertA <= 1;
					 invertB <= 1;
					 firstCin <= 0;
			end
			4'b0111:
			begin
					 oper <= 2'b11;
					 invertA <= 0;
					 invertB <= 1;
					 firstCin <= 1;
			end
		endcase 
	end
end 
alu_top alu_0(.src1(src1[0]),.src2(src2[0]),.less(cout),.A_invert(invertA),.B_invert(invertB),.cin(firstCin),.operation(oper),.result(result[0]),.cout(carry[0]));
alu_top alu_1(.src1(src1[1]),.src2(src2[1]),.less(0),.A_invert(invertA),.B_invert(invertB),.cin(carry[0]),.operation(oper),.result(result[1]),.cout(carry[1]));
alu_top alu_2(.src1(src1[2]),.src2(src2[2]),.less(0),.A_invert(invertA),.B_invert(invertB),.cin(carry[1]),.operation(oper),.result(result[2]),.cout(carry[2]));
alu_top alu_3(.src1(src1[3]),.src2(src2[3]),.less(0),.A_invert(invertA),.B_invert(invertB),.cin(carry[2]),.operation(oper),.result(result[3]),.cout(carry[3]));
alu_top alu_4(.src1(src1[4]),.src2(src2[4]),.less(0),.A_invert(invertA),.B_invert(invertB),.cin(carry[3]),.operation(oper),.result(result[4]),.cout(carry[4]));
alu_top alu_5(.src1(src1[5]),.src2(src2[5]),.less(0),.A_invert(invertA),.B_invert(invertB),.cin(carry[4]),.operation(oper),.result(result[5]),.cout(carry[5]));
alu_top alu_6(.src1(src1[6]),.src2(src2[6]),.less(0),.A_invert(invertA),.B_invert(invertB),.cin(carry[5]),.operation(oper),.result(result[6]),.cout(carry[6]));
alu_top alu_7(.src1(src1[7]),.src2(src2[7]),.less(0),.A_invert(invertA),.B_invert(invertB),.cin(carry[6]),.operation(oper),.result(result[7]),.cout(carry[7]));
alu_top alu_8(.src1(src1[8]),.src2(src2[8]),.less(0),.A_invert(invertA),.B_invert(invertB),.cin(carry[7]),.operation(oper),.result(result[8]),.cout(carry[8]));
alu_top alu_9(.src1(src1[9]),.src2(src2[9]),.less(0),.A_invert(invertA),.B_invert(invertB),.cin(carry[8]),.operation(oper),.result(result[9]),.cout(carry[9]));
alu_top alu_10(.src1(src1[10]),.src2(src2[10]),.less(0),.A_invert(invertA),.B_invert(invertB),.cin(carry[9]),.operation(oper),.result(result[10]),.cout(carry[10]));
alu_top alu_11(.src1(src1[11]),.src2(src2[11]),.less(0),.A_invert(invertA),.B_invert(invertB),.cin(carry[10]),.operation(oper),.result(result[11]),.cout(carry[11]));
alu_top alu_12(.src1(src1[12]),.src2(src2[12]),.less(0),.A_invert(invertA),.B_invert(invertB),.cin(carry[11]),.operation(oper),.result(result[12]),.cout(carry[12]));
alu_top alu_13(.src1(src1[13]),.src2(src2[13]),.less(0),.A_invert(invertA),.B_invert(invertB),.cin(carry[12]),.operation(oper),.result(result[13]),.cout(carry[13]));
alu_top alu_14(.src1(src1[14]),.src2(src2[14]),.less(0),.A_invert(invertA),.B_invert(invertB),.cin(carry[13]),.operation(oper),.result(result[14]),.cout(carry[14]));
alu_top alu_15(.src1(src1[15]),.src2(src2[15]),.less(0),.A_invert(invertA),.B_invert(invertB),.cin(carry[14]),.operation(oper),.result(result[15]),.cout(carry[15]));
alu_top alu_16(.src1(src1[16]),.src2(src2[16]),.less(0),.A_invert(invertA),.B_invert(invertB),.cin(carry[15]),.operation(oper),.result(result[16]),.cout(carry[16]));
alu_top alu_17(.src1(src1[17]),.src2(src2[17]),.less(0),.A_invert(invertA),.B_invert(invertB),.cin(carry[16]),.operation(oper),.result(result[17]),.cout(carry[17]));
alu_top alu_18(.src1(src1[18]),.src2(src2[18]),.less(0),.A_invert(invertA),.B_invert(invertB),.cin(carry[17]),.operation(oper),.result(result[18]),.cout(carry[18]));
alu_top alu_19(.src1(src1[19]),.src2(src2[19]),.less(0),.A_invert(invertA),.B_invert(invertB),.cin(carry[18]),.operation(oper),.result(result[19]),.cout(carry[19]));
alu_top alu_20(.src1(src1[20]),.src2(src2[20]),.less(0),.A_invert(invertA),.B_invert(invertB),.cin(carry[19]),.operation(oper),.result(result[20]),.cout(carry[20]));
alu_top alu_21(.src1(src1[21]),.src2(src2[21]),.less(0),.A_invert(invertA),.B_invert(invertB),.cin(carry[20]),.operation(oper),.result(result[21]),.cout(carry[21]));
alu_top alu_22(.src1(src1[22]),.src2(src2[22]),.less(0),.A_invert(invertA),.B_invert(invertB),.cin(carry[21]),.operation(oper),.result(result[22]),.cout(carry[22]));
alu_top alu_23(.src1(src1[23]),.src2(src2[23]),.less(0),.A_invert(invertA),.B_invert(invertB),.cin(carry[22]),.operation(oper),.result(result[23]),.cout(carry[23]));
alu_top alu_24(.src1(src1[24]),.src2(src2[24]),.less(0),.A_invert(invertA),.B_invert(invertB),.cin(carry[23]),.operation(oper),.result(result[24]),.cout(carry[24]));
alu_top alu_25(.src1(src1[25]),.src2(src2[25]),.less(0),.A_invert(invertA),.B_invert(invertB),.cin(carry[24]),.operation(oper),.result(result[25]),.cout(carry[25]));
alu_top alu_26(.src1(src1[26]),.src2(src2[26]),.less(0),.A_invert(invertA),.B_invert(invertB),.cin(carry[25]),.operation(oper),.result(result[26]),.cout(carry[26]));
alu_top alu_27(.src1(src1[27]),.src2(src2[27]),.less(0),.A_invert(invertA),.B_invert(invertB),.cin(carry[26]),.operation(oper),.result(result[27]),.cout(carry[27]));
alu_top alu_28(.src1(src1[28]),.src2(src2[28]),.less(0),.A_invert(invertA),.B_invert(invertB),.cin(carry[27]),.operation(oper),.result(result[28]),.cout(carry[28]));
alu_top alu_29(.src1(src1[29]),.src2(src2[29]),.less(0),.A_invert(invertA),.B_invert(invertB),.cin(carry[28]),.operation(oper),.result(result[29]),.cout(carry[29]));
alu_top alu_30(.src1(src1[30]),.src2(src2[30]),.less(0),.A_invert(invertA),.B_invert(invertB),.cin(carry[29]),.operation(oper),.result(result[30]),.cout(carry[30]));
alu_top alu_31(.src1(src1[31]),.src2(src2[31]),.less(0),.A_invert(invertA),.B_invert(invertB),.cin(carry[30]),.operation(oper),.result(result[31]),.cout(cout));
endmodule
`timescale 1ns/1ps
module alu_top(
               src1,        
               src2,        
               less,        
               A_invert,    
               B_invert,    
               cin,         
               operation,   
               result,      
               cout,        
               );
input         src1;
input         src2;
input         less;
input         A_invert;
input         B_invert;
input         cin;
input [2-1:0] operation;
output        result;
output        cout;
reg           result;
reg           cout;
wire real_a, real_b;
assign real_a = (A_invert)? ~src1: src1;
assign real_b = (B_invert)? ~src2: src2;
always@( * )
begin
	 case(operation)
			2'b00:
			begin
				  result <= real_a & real_b;
				  cout <= 0;
			end
			2'b01:
			begin
				  result <= real_a | real_b;
				  cout <= 0;
			end
			2'b10:
			begin
				  result <= real_a ^ real_b ^ cin;
				  cout <= (real_a & real_b) | (real_a & cin) | (real_b & cin);
			end
			2'b11:
			begin
				  result <= less;
				  cout <= (real_a & real_b) | (real_a & cin) | (real_b & cin);
			end
		endcase
end
endmodule
--- /design/flow/run.sh ---
#!/bin/bash
# OpenROAD 26Q1-2900-gdf79404cd8, Yosys 0.63+post, stock flow scripts
make -C /OpenROAD-flow-scripts/flow DESIGN_CONFIG=/design/flow/config.mk WORK_HOME=/design/flow/orfs finish
==> CHANGELOG.md <==
## Implementation

- Critical Path RT: 12.40 ns
- Seq cells post-synth: 5
- Final hold vios: 0
- Post-Synth Adder-Cell Area: 37.3%
- Fin. max-slew vios: 0
- Power Total: 0.000139 W
- Placer Congestion: 0.867
- Critical Path Start Type: input port
- RSZ-0062 raised after global routing: true
- DRT iter0 DRCs: 60
- Core ar.: 9280 µm²
- Rows: 35
- Tool warnings: 99
- Fin Hold WS: 7.07 ns
- Drt first pass iters: 6
- Die Span Y: approximately 100 µm
- Core Util, Final: 61.1%
- First-pass GRT wire length: around 14000 µm
- Crit path buf inv count: 2
- FP Core Util: 41.6%
- IO buf count: 104
- Part of the cycle the worst path needs: 148%
- Hold Buf Count CTS: 0
- Power per Cell Area: 24.5 nW/µm²
- CP max stage cell: fa_2
- ANT nets after route: 0
- GRT Overall Usage: 18.3%
- Via density: around 4.4
- Vias in the first global route: 3152
- Area fraction in xor and xnor cells: approximately 15%
- Ant. Diodes: 0
- Max Fclk: 43.7 MHz
- Hold Path Class: in -> out
- Fillers: 821
- AND-OR/OR-AND Cells, Area Fraction: 8.53%
- Peak VDD IR: 0.0000105 V
- Top Family by Delay on Critical Path: adder cells
- Dpl hpwl: 6960 µm
- DR DRC count: 0
- Worst setup margin: -7.41 ns
- Min-Delay Endpoint: result[0]
- Post-DR wirelength/cell: 11.9 µm
- Layout Cells excl Fill: roughly 730
- Post-placement cell count: 722
- Final Setup Violations: 19
- Simple Share, Synth: 18.2%
- Max-area cell share: 20.7%
- Cell type with the largest total area: ha_1
- Hold depth: 6
- Failing checks: negative setup slack
- Layout cells sized above 1: 30.6%
- Post-Syn Area: 3860 µm²
- Vias: 3187
- Number of max-cap violations: 0
- HP Start: src2[0]
- CP max FO: 2
- Slew margin rel.: between 40 and 50%
- Top cells by area: ha_1, fa_1, xor2_1
- Register pins left without a clock: 5
- Cells after Synth: 471
- Largest net degree at the start of global routing: 50
- Status: finished with violations
- Top Ports: 104
- CP Data Arrival Time: 19.81 ns
- Ys cells: approximately 470
- Yosys warning tally: 2
- Detailed Route WL: 8660 µm
- Die x size: 100 µm
- LEAKAGE: 2.92 nW
- Initial antenna violation count: 0
- Critical path endpoint category: output port
- Total global routing overflow: 0
- Min cycle time layout: 22.91 ns
- Distinct lib cells: 34
- Syn_area_per_cell: 8.20 µm²
- Yosys chip area: 3860 µm²
- Crit-path max cell delay: 0.53 ns
- Cell with the most instances on the worst path: fa_2
- Worst Max-Slew Pin Slew: between 0.7 and 0.8 ns
- Post-synth mux share: 2.92%
- Dominant kind of combinational cell: adder cells
- Die ar.: 10000 µm²
- Endpoints left unconstrained: 5
- WS Path Type: in -> out
- P&R area growth vs syn: 46.9%
logic make-up (layout without fill, tap and decap cells):
family | Yosys count | after routing
AOI/OAI and AO/OA | 51 | 51
xor gates and xnor gates | 65 | 65
adders and majority gates | 96 | 96
buffers and inverters | 131 | 259
latches | 5 | 5
muxes | 10 | 10
and+or+nand+nor | 113 | 113
through the flow:
step,setup TNS (ns),worst slack [ns],instance area [µm²]
floorplan,-75.73,-7.27,4200
finish,-79.09,-7.41,5670
global placement,-93.61,-8.32,5620
CTS,-82.44,-7.55,5630
detailed placement,-94.51,-8.39,5620
global route,-88.01,-8.02,5670
cell usage after synthesis:
library cell	n
ha_1	64
or2_2	1
buf_4	33
o21ai_1	4
nor2b_4	1
and2_1	2
nor2b_1	33
xor2_1	64
mux4_2	1
clkbuf_1	11
nand2_1	2
fa_1	32
nor4_2	1
o31a_1	16
mux2i_1	9
nand2b_1	42
or4_1	7
nand4_1	1
o21a_1	1
dlxtn_1	5
buf_6	1
o22ai_1	9
nor2_1	9
a21oi_1	9
nor4_1	2
nor3_1	3
and3_1	2
buf_2	6
inv_1	74
or2_1	6
and4b_1	1
xnor2_1	1
o21ai_0	12
buf_1	6
routing by layer:
metal,track usage [%],up-vias,part of all wire (%)
li1,-,1666,-
met1,28.2,1456,51
met2,31.2,63,46
met3,0.567,2,2.9
met4,0.557,0,0.39
met5,0,-,0
power breakdown:
part | internal [W] | switching [W]
sequential | 0.00000115 | 0.00000220
clock | 0 | 0
combinational | 0.0000819 | 0.0000536
flip-flops by register name, summed over array words and instances, names as in the netlist:
register  flops
firstCin      1
invertA       1
invertB       1
oper          2
placed cells by master (no fill, tap or decap), types with 2 or more instances in the layout:
master	instances
nor3_1	3
nand2b_4	29
clkdlybuf4s50_1	81
buf_2	10
and2_1	2
inv_2	3
ha_1	64
nor4_1	2
inv_1	71
xor2_4	2
and3_1	2
buf_6	11
clkdlybuf4s15_1	3
fa_2	32
nor2_1	9
or4_1	6
nor2b_1	32
buf_4	78
nand2b_1	13
o31a_1	16
o22ai_2	3
or2_1	6
o21ai_0	12
xor2_1	62
o21ai_1	4
dlxtn_2	3
mux2i_1	9
o22ai_1	6
a21oi_1	8
worst max-delay path by stage:
stage | from | cells past startpoint | end | slack, ns
global route | src1[0] | 69 | zero | -8.02
CTS | src1[0] | 69 | zero | -7.55
finish | src1[0] | 69 | zero | -7.41
layout make-up:
cell class	instances	area, µm²	area share [%]
Multi-Input combinational cell	335	3530	62.2
Timing Repair Buffer	185	1620	28.6
Inverter	74	278	4.90
Tap cell	129	161	2.85
Sequential cell	5	82.6	1.46
repair_timing:
action                     in CTS  in global routing
resized                        72                 15
setup endpoints to repair      20                 20
hold endpoints to repair        0                  0
pin swaps                      47                 23
buffers inserted               11                  7
No activity file was given, so power comes from the tool's default toggle rates.
